[run.sh]
#!/bin/bash
# OpenROAD 26Q1-2900-gdf79404cd8, Yosys 0.63+post, stock flow scripts
make -C /OpenROAD-flow-scripts/flow DESIGN_CONFIG=/design/flow/config.mk WORK_HOME=/design/flow/orfs finish
[constraint.sdc]
current_design decode

set clk_period 1.2
set clk_io_pct 0.2

create_clock -name clk0 -period $clk_period [get_ports {clk}]

set non_clock_inputs [all_inputs -no_clocks]
set_input_delay [expr $clk_period * $clk_io_pct] -clock clk0 $non_clock_inputs
set_output_delay [expr $clk_period * $clk_io_pct] -clock clk0 [all_outputs]
[config.mk]
export PLATFORM = sky130hd
export DESIGN_NAME = decode
export DESIGN_NICKNAME = decode
export VERILOG_FILES = /design/flow/design.v
export SDC_FILE = /design/flow/constraint.sdc
export NUM_CORES = 4
export LEC_CHECK = 1
export CORE_AREA = 10 10 70 70
export DIE_AREA = 0 0 80 80
[design.v]
module decode(
    input [0:31]INST,
    input clk,
    output logic INST_ADD, INST_SUB, INST_OR, INST_AND,INST_beq, INST_LW, INST_SW
    );
always @ (posedge clk)begin
    INST_ADD <= 0; INST_SUB <= 0; INST_OR <= 0; INST_AND <= 0; INST_beq <= 0; INST_beq <= 0; 
    INST_LW <= 0; INST_SW <= 0;
    if (INST[6:0] == 7'b0110011)begin
        if (INST[14:12] == 3'b000)begin
            if (INST[30] == 1'b0) INST_ADD <= 1'b1;
            else if (INST[30] == 1'b1) INST_SUB <= 1'b1;
        end
        else if (INST[14:12] == 110) INST_OR <= 1'b1;
        else if (INST[14:12] == 111) INST_AND <= 1'b1;
    end
    else if (INST[6:0] == 7'b1100011) begin
        if (INST[14:12] == 3'b000) INST_beq <= 1'b1;
    end
    else if (INST[6:0] == 7'b0000011) begin
        if (INST[14:12] == 3'b010) INST_LW <= 1'b1;
    end
    else if (INST[6:0] == 7'b0100011) begin
        if (INST[14:12] == 3'b010) INST_SW <= 1'b1;
    end 
end
endmodule
==> notes.md <==
Implementation results

Counting I/O delays and the setup requirement, the final critical path takes between 1 and 1.5 ns. STA classifies the critical path startpoint as a primary input. The final critical path takes up 93.1% of the cycle. For reference, the final report shows the hold violation count at 0. The tree is rooted in a sky130_fd_sc_hd__clkbuf_4. The detailed-route via count is 235. The highest cell delay on the worst timing path is about 0.53 ns. The post-synthesis sequential element count is 5. The run finished with clean final reports. Summed over all nets, the half-perimeter wirelength after detailed placement is ~690 um. Counting the warning lines in the Yosys log gives 1.

Setup repair after global routing left no endpoint under its margin. The number of antenna diodes is 0. The top achievable clock speed is 895 MHz. The fraction of final layout cells with drive strength greater than 1 is about a third. The die span in y is 80 um. The library cells used most frequently in the layout, excluding fill and tap cells, are sky130_fd_sc_hd__dlygate4sd2_1, sky130_fd_sc_hd__dfxtp_1, sky130_fd_sc_hd__clkdlybuf4s50_1.

According to the floorplan log, the row count is 21. The sequential-to-total area share from yosys stat is 46.5%. The count of max-cap constraint violations is 0. The yosys stat cell total is 21. Entering global routing, the biggest net connects 6 pins. Listed in order, past its start point the critical path passes dlygate4sd2_1 > or4b_4 > nor4_2. The total power is 427 uW. The register clock-pin slew on the reported worst setup and hold paths is 0.05 ns. The area of the die is 0.00640 sq mm. The worst hold slack is 0.301 ns. The chip area line in the Yosys stat output reads 215 sq um. The die is roughly 80 um wide.

The number of clock sinks seen by CTS is 5. The kind of end point of the critical path is a flip-flop. In this run, CTS created clock tree buffers numbering 3. In this run the cell area of the synthesized design comes to 215 sq um. The via count of the first global-routing pass came to 272. The core outline area is approximately 0.0034 sq mm.

The leakage power is 0.220 nW. The hold buffer count at cts is 0. Counting every instance in the synthesized netlist gives 21. The required time at the endpoint of the critical path is 1.36 ns. The critical path's top delay family is simple AND/OR/NAND/NOR gates. The remaining design rule violation count is 0.

The maximum fanout along the worst path is 3. Global routing used around 2.6% of the available tracks across all layers. Per report_power, the clock group accounts for 46.0% of the total.

The final estimated routing congestion in global placement is 0.771. The iteration count recorded for the first detailed-route pass is 2. The cell-internal power is 329 uW. The critical path class is in2reg.

The post-CTS setup buffer count is 0. The port buffer count is 16. Per the GRT congestion report, total overflow comes to 0.

In this run the tools logged warnings totalling approximately 47. Summed over all failing endpoints, the final setup total negative slack is 0 ns. For this configuration, the core starts out at a cell density of 6.30%.

The path class of the lowest-slack min-delay path is in2reg. The register share of total power is 39.1%. The final wirelength is 793 um. The proportion of total power due to net switching is a little under a quarter. The power per unit of standard cell area is 848 mW/mm^2. The total placed cells including tap cells is 85. The maximum resistive drop on vdd is 0.000338 V.

The first global-routing pass estimated 1.26 mm of wire. The final antenna-violating net count is 0. Per the run report, area growth between synthesis and finish was 134%. The count of final setup violators is 0. The top-level I/O count is 40.

The number of different library cells used by synthesis comes to 11. The initial antenna violation count is 0. The net switching power in the latest report is 97.3 uW. TritonCTS built the clock tree. The final layout report lists a filler cell count of 400. The average cell area after synthesis is 10.2 sq um. In the final routed layout, each cell accounts on average for 8.91 um. Per the detail_route report, vias per standard cell equal 2.64.

At the worst endpoint, the arrival time is 1.28 ns. The number of design-rule violations left by the first detailed-router iteration is 2. Looking at the power breakdown, combinational cells take 14.9% of the total. Counting along the longest clock path gives a buffer depth of 2. The deepest level of the CTS H-tree is 1. The dominant logic cell type in the layout is sky130_fd_sc_hd__dlygate4sd2_1. The worst path buffer plus inverter count is 1.

The count of cells in the finished layout, fillers not included, comes to 89. The final number of max-transition violations is 0. The highest-delay cell along the critical path is sky130_fd_sc_hd__or4b_4.
==> synthesized netlist by cell type, drive strengths merged <==
| library cell | count | share of area, % |
|---|---|---|
| buf | 2 | 7.0 |
| conb | 1 | 1.7 |
| dfxtp | 5 | 47 |
| inv | 2 | 3.5 |
| nand2b | 1 | 2.9 |
| nand4bb | 1 | 5.2 |
| nor4 | 5 | 15 |
| or2b | 1 | 3.5 |
| or3b | 1 | 4.1 |
| or4b | 2 | 11 |
==> power groups by stage <==
stage	sequential, mW	clock (mW)	combinational (mW)
after CTS	0.167	0.203	0.0598
final	0.167	0.196	0.0636
after global routing	0.166	0.213	0.0699
==> kinds of logic (layout without fill, tap and decap cells) <==
logic type,count (synthesis),in the layout,synth area share [%]
flops,5,5,46.5
simple gates,11,11,41.3
buf+inv,4,25,10.5
other cells,1,2,1.74
==> worst paths after layout <==
check / depth (start not counted) / from / slack [ns] / to
worst max-delay path: 3 / INST[0] / 0.08 / INST_SUB
worst min-delay path: 3 / INST[13] / 0.30 / INST_beq
==> worst min-delay path: cells and delay by family <==
kind	cells	cell delay, ns
buffers and inverters	2	0.22
AND/OR/NAND/NOR	1	0.04
==> registers in the layout, summed over array words and instances (netlist names) <==
name and flops:
INST_SUB 1, INST_LW 1, INST_beq 1, INST_SW 1, INST_ADD 1
==> layout make-up <==
cell class | instances | area (sq um) | area share [%]
Timing Repair Buffer | 19 | 178 | 35.3
Multi-Input combinational cell | 13 | 133 | 26.4
Sequential cell | 5 | 100 | 19.9
Tap cell | 46 | 57.6 | 11.4
Clock buffer | 3 | 22.5 | 4.48
Inverter | 2 | 7.51 | 1.49
Clock inverter | 1 | 5.00 | 0.995
==> routing by layer <==
layer | GRT usage [%] | vias to the layer above | share of wire [%]
met3 | 2.16 | 2 | 15
met4 | 0.352 | 0 | 0.76
li1 | - | 120 | -
met1 | 4.28 | 93 | 60
met2 | 2.17 | 20 | 24
met5 | 0 | - | 0
==> metrics by stage <==
step | instance area (sq um) | setup WS [ns] | util, %
2_1_floorplan | 219 | 0.148 | -
3_3_place_gp | 444 | -0.376 | 13.0
3_5_place_dp | 444 | -0.412 | 13.0
4_1_cts | 479 | -0.0604 | 14.0
5_1_grt | 503 | 0.00481 | 14.7
6_report | 503 | 0.0827 | 14.7
==> timing repair <==
item,4_1_cts,5_1_grt
setup endpoints to repair,10,3
pin swaps,3,3
gates resized,12,6
Power is estimated from default activity; no workload was simulated.
